==> flow/run.sh <==
#!/bin/bash
# OpenROAD 26Q1-2900-gdf79404cd8, Yosys 0.63+post, stock flow scripts
make -C /OpenROAD-flow-scripts/flow DESIGN_CONFIG=/design/flow/config.mk WORK_HOME=/design/flow/orfs finish
==> flow/config.mk <==
export PLATFORM = sky130hd
export DESIGN_NAME = pu_ram
export DESIGN_NICKNAME = pu_ram
export VERILOG_FILES = /design/flow/design.v
export SDC_FILE = /design/flow/constraint.sdc
export NUM_CORES = 4
export LEC_CHECK = 1
export CORE_AREA = 10 10 70 70
export DIE_AREA = 0 0 80 80
==> flow/constraint.sdc <==
current_design pu_ram

set clk_period 1.0
set clk_io_pct 0.2

create_clock -name clk0 -period $clk_period [get_ports {clk}]

set non_clock_inputs [all_inputs -no_clocks]
set_input_delay [expr $clk_period * $clk_io_pct] -clock clk0 $non_clock_inputs
set_output_delay [expr $clk_period * $clk_io_pct] -clock clk0 [all_outputs]
==> flow/design.v <==
`timescale 1ns / 1ps
module pu_ram(
    input clk,
    input rst,
    input  wire       re_in,
    input  wire       we_in,
    input  wire[1:0]  width_in,
    output reg        we_out,
    input  wire[31:0] addr_in,
    output wire[5:0] addr_out0,
    output wire[5:0] addr_out1,
    output wire[5:0] addr_out2,
    output wire[5:0] addr_out3,
    inout  wire[31:0] data_pu,
    inout  wire[7:0]  data_ram0,
    inout  wire[7:0]  data_ram1,
    inout  wire[7:0]  data_ram2,
    inout  wire[7:0]  data_ram3
    );
reg[31:0] data_tmp;
wire[4:0] addr_in_tmp;
assign addr_in_tmp = addr_in[4:0] - 32'h1000;
assign addr_out0 = width_in != 2'b11 ? addr_in_tmp : 12'bz;
assign addr_out1 = width_in == 2'b01 | width_in == 2'b10 ? addr_in_tmp + 1 : 12'bz;
assign addr_out2 = width_in == 2'b10 ? addr_in_tmp + 2 : 12'bz;
assign addr_out3 = width_in == 2'b10 ? addr_in_tmp + 3 : 12'bz;
assign data_pu = re_in ? data_tmp : 32'bz;
assign data_ram0 = we_in ? data_tmp[7:0] : 8'bz;
assign data_ram1 = we_in & (width_in == 2'b01 | width_in == 2'b10) ? data_tmp[15:8] : 8'hzz;
assign data_ram2 = we_in & width_in == 2'b10 ? data_tmp[23:16] : 8'hzz;
assign data_ram3 = we_in & width_in == 2'b10 ? data_tmp[31:24] : 8'hzz;
always @(negedge clk or negedge rst) begin
    if (!rst) begin
        we_out <= 0;
        data_tmp <= 32'h00000000;
    end else begin
        we_out <= 0;
        if (we_in) begin
            we_out <= 1;
            data_tmp <= data_pu;
        end
        if (re_in) begin
            case (width_in)
                2'b00:begin
                    data_tmp <= {24'h000000,data_ram0};
                end
                2'b01:begin
                    data_tmp <= {16'h0000, data_ram1, data_ram0};
                end
                2'b10:begin
                    data_tmp <= {data_ram3, data_ram2, data_ram1, data_ram0};
                end
                default:begin
                    data_tmp <= 32'h00000000;
                end
            endcase
        end
    end
end
endmodule
==> flow_summary.ini <==
; implementation run metrics
[floorplanning]
rows = 21
ioPinCount = 127
die_y_um = 80
fp_util = 0.2220
core_mm2 = 0.003416
dieWidth_um = 80
die_area_mm2 = 0.006400

[global_routing]
grt_antenna_before_repair = 0
grt_pass1_wl_mm = 2.911
overflow = 0
grt_pass1_vias = 593
grt_use_total = 0.05320
grt_max_degree = 10

[cells_and_area]
final.fill_count = 366
largest_register = we_out
utilization = 0.3015
layout-drive-gt1-share = 0.3688
combGateArea_um2 = 499.2
layout_top_cell = conb_1
seq_area_um2 = 25.02
top_regs = we_out x1
syn_to_final_growth_pct = 35.81
mostFrequentLayoutCells = 65 x conb_1, 12 x buf_6, 12 x buf_2, 10 x buf_4, 8 x dlygate4sd2_1
fin_area_mm2 = 0.001030
largest_register_ffs = 1

[route]
route.met2.wl_mm = 1.033
drc = 0
diodes = 0
vias = 517
ant_nets = 0
dr.pass1.iters = 2
wl_per_cell_um = 11.16
wl_mm = 2.087
drt-initial-drc-count = 7
met1_length_um = 835
vias_per_cell = 2.765
dr.max_layer_used = met3
wl_met3_um = 217

[job]
cap_violations = 0
tool_warnings = 63

[logic_synthesis]
syn_avg_cell_area_um2 = 7.582
synthMuxAreaShare = 0
synthTopLogicFamily = buffers and inverters
netlist_instances = 100
ys_sh_aoi = 0.006601
ys_sh_simple = 0.05446
area_leaders = buf_4 72%, xnor2_1 6.9%, ha_1 6.6%
ys_warn_count = 10
ys.flops = 1
ys_area_um2 = 758.2
fa_ha_area_frac = 0.06601
synth_area_leader_cell = buf_4
ys_cells = 100
postSynthSeqShare = 0.03300
yosysUniqueCellTypes = 14
synth_area_um2 = 758.2
top_area_frac = 0.7228
synthXorXnorAreaFrac = 0.09241

[final_timing]
fmax_ghz = 0.8801
setup_viol = 11
period_used_share = 1.146
rsz0062_at_grt = yes
hold_viol_final = 0
timing.final.ws_setup_ps = -145.7
drv_slew = 0
finalCriticalPeriod_ps = 1146

[cts]
clk_pin_slew_ps = 0
cts_hold_buf = 0

[placement]
post-place-ws_ps = -1043
place_area_um2 = 893.4
hpwlAfterDp_mm = 1.802
place_congestion = 0.7332
io_buffers = 31

[setup_path]
setup.worst_path.start_class = flop
worstPathRequired_ps = 800
path_max_fanout = 1
arrival_ps = 950
cp-end-kind = output pin
cp_cell_sequence = buf_2
timing.critical_path.from = we_out
cpPeakStageDelay_ps = 360
slowest_stage = dfrtn_1
cpLargestDelayFamily = flip-flops
path_class = reg2out
crit_buf_inv = 1

[power]
power.density_mw_per_mm2 = 336.9
p_total_w = 0.0003469
max-vdd-ir-drop_mv = 0.07594
power_leakage_nw = 0.5796

[hold_path]
hold_depth = 3
hold_path_class = in2out
min_from = addr_in[3]
min_to = addr_out1[3]

[run_status]
outcome = finished with violations
violations = negative setup slack
[where the power goes]
part	switching, W	internal, W	total, W	leakage [nW]
clock network	0	0	0	0
registers	0.000000416	0.0000436	0.0000440	0.0117
logic	0.000114	0.000189	0.000303	0.568
total	0.000115	0.000232	0.000347	0.580
[metrics by stage]
stage	instances	hold slack, ps	TNS, ps
floorplan	164	295.8	-37.21
finish	187	681.9	-821.4
detailed placement	178	744.3	-17920
CTS	186	690.4	-888.2
global route	187	710.3	-1283
global placement	178	743.9	-17930
[what timing repair did]
item / CTS / global route
buffers inserted: 8 / 1
hold endpoints to repair: 0 / 0
resized: 108 / 9
pin swaps: 12 / 9
cloned: 0 / 0
endpoints found under the setup margin: 25 / 15
[worst max path at each step]
stage	cells after the start	endpoint	slack, ps
CTS	1	we_out	-150
global route	6	addr_out3[4]	-170
finish	1	we_out	-150
[routing by layer]
layer	global-route usage	vias to the layer above
met4	0	0
li1	-	248
met5	0	-
met2	0.09791	46
met3	0.01477	0
met1	0.06296	223
[worst min-delay path, cell delays in order]
cell and delay, ps:
buf_6 120, xnor2_1 60, buf_2 110
[cell usage after synthesis]
cell,n
a21oi_1,1
and2_1,1
and3_1,1
buf_4,73
conb_1,1
dfrtn_1,1
ha_1,4
inv_1,4
nand2_1,2
nand3_1,2
nand3b_1,1
nor2_1,1
xnor2_1,6
xor2_1,2
[layout make-up]
type                            count  area share
Multi-Input combinational cell     86      0.4848
Tap cell                           46     0.05589
Inverter                            4     0.02187
Sequential cell                     1     0.02430
Timing Repair Buffer               50      0.4131
[kinds of logic after synthesis]
logic type               Yosys count
AND-OR/OR-AND                      1
XOR/XNOR                           8
adder cells (fa/ha/maj)            4
buffers and inverters             77
flip-flops                         1
other                              1
AND/OR/NAND/NOR                    8
No activity file was given, so power comes from the tool's default toggle rates.
