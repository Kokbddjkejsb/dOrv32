`design/flow/design.v`:
```
`timescale 1ns / 1ps
module ALU(
    input wire[31:0] pc_in,
    input wire[6:0] opcode_in,
    input wire[2:0] funct3_in,
    input wire[6:0] funct7_in,
    input wire[31:0] rs1_data_in,
    input wire[31:0] rs2_data_in,
    input wire[31:0] imm_in,
    output wire[31:0] jaddr_out,
    output wire       jflag_out,
    output wire[31:0] ram_addr_out,
    output wire[31:0] rd_data_out
    );
wire[31:0] op2;
wire[31:0] npc;
assign op2 = 
opcode_in == 7'b0010011 ? imm_in : rs2_data_in;
assign npc = $signed(pc_in) + $signed(imm_in);
assign ram_addr_out = 
opcode_in == 7'b0100011 | opcode_in == 7'b0000011 ? 
$signed(rs1_data_in) + $signed(imm_in) : 0;
assign rd_data_out = 
opcode_in == 7'b1101111 | opcode_in == 7'b1100111 ? pc_in + 32'h4:
(opcode_in == 7'b0010111 ? npc :
(opcode_in == 7'b0110111 ? imm_in :
(opcode_in == 7'b0110011 | opcode_in == 7'b0010011 ?
(funct3_in == 3'b000 ? (funct7_in[5] == 0 | opcode_in == 7'b0010011 ?
$signed(rs1_data_in) + $signed(op2) : $signed(rs1_data_in) - $signed(op2)):
(funct3_in == 3'b010 ? ($signed(rs1_data_in) < $signed(op2) ? 32'h1 : 32'h0):
(funct3_in == 3'b011 ? ($unsigned(rs1_data_in) < $unsigned(op2) ? 32'h1 : 32'h0):
(funct3_in == 3'b100 ? rs1_data_in ^ op2 : 
(funct3_in == 3'b110 ? rs1_data_in | op2 : 
(funct3_in == 3'b111 ? rs1_data_in & op2 : 
(funct3_in == 3'b001 ? rs1_data_in << op2[4:0] :
(funct3_in == 3'b101 ? (funct7_in[5] == 0 ?
rs1_data_in >> op2[4:0] : $signed($signed(rs1_data_in)>>>op2[4:0])):32'h0)))))))):32'h0)));
assign jaddr_out = 
opcode_in == 7'b1101111 ? npc :
(opcode_in == 7'b1100111 ? $signed(rs1_data_in) + $signed(imm_in):
(opcode_in == 7'b1100011 ?
({funct3_in[2],funct3_in[0]} == 2'b00 ? 
(rs1_data_in == rs2_data_in ? npc : pc_in):
({funct3_in[2],funct3_in[0]} == 2'b01 ? 
(rs1_data_in != rs2_data_in ? npc : pc_in):
({funct3_in[2],funct3_in[0]} == 2'b10 ? (funct3_in[1] == 1 ? 
($unsigned(rs1_data_in) < $unsigned(rs2_data_in) ? npc : pc_in) :
($signed(rs1_data_in) < $signed(rs2_data_in) ? npc : pc_in)):
({funct3_in[2],funct3_in[0]} == 2'b11 ? (funct3_in[1] == 1 ? 
($unsigned(rs1_data_in) >= $unsigned(rs2_data_in) ? npc : pc_in) :
($signed(rs1_data_in) >= $signed(rs2_data_in) ? npc : pc_in)): pc_in)))): pc_in));
assign jflag_out =
opcode_in == 7'b1101111 ? 1'b1 :
(opcode_in == 7'b1100111 ? 1'b1 :
(opcode_in == 7'b1100011 ?
({funct3_in[2],funct3_in[0]} == 2'b00 ? 
(rs1_data_in == rs2_data_in ? 1'b1 : 1'b0):
({funct3_in[2],funct3_in[0]} == 2'b01 ? 
(rs1_data_in != rs2_data_in ? 1'b1 : 1'b0):
({funct3_in[2],funct3_in[0]} == 2'b10 ? (funct3_in[1] == 1 ? 
($unsigned(rs1_data_in) < $unsigned(rs2_data_in) ? 1'b1 : 1'b0) :
($signed(rs1_data_in) < $signed(rs2_data_in) ? 1'b1 : 1'b0)):
({funct3_in[2],funct3_in[0]} == 2'b11 ? (funct3_in[1] == 1 ? 
($unsigned(rs1_data_in) >= $unsigned(rs2_data_in) ? 1'b1 : 1'b0) :
($signed(rs1_data_in) >= $signed(rs2_data_in) ? 1'b1 : 1'b0)): 1'b0)))): 1'b0));
endmodule
```
`design/flow/config.mk`:
```
export PLATFORM = sky130hd
export DESIGN_NAME = ALU
export DESIGN_NICKNAME = ALU
export VERILOG_FILES = /design/flow/design.v
export SDC_FILE = /design/flow/constraint.sdc
export NUM_CORES = 4
export LEC_CHECK = 1
export CORE_UTILIZATION = 50
```
`design/flow/constraint.sdc`:
```
current_design ALU

set clk_period 31.4
set clk_io_pct 0.2

create_clock -name clk0 -period $clk_period

set non_clock_inputs [all_inputs -no_clocks]
set_input_delay [expr $clk_period * $clk_io_pct] -clock clk0 $non_clock_inputs
set_output_delay [expr $clk_period * $clk_io_pct] -clock clk0 [all_outputs]
```
`design/flow/run.sh`:
```
#!/bin/bash
# OpenROAD 26Q1-2900-gdf79404cd8, Yosys 0.63+post, stock flow scripts
make -C /OpenROAD-flow-scripts/flow DESIGN_CONFIG=/design/flow/config.mk WORK_HOME=/design/flow/orfs finish
```
==> metrics.log <==
[metrics] run summary
[metrics] run status: finished clean
[metrics] worst path arrival time: 12.99 ns
[metrics] maximum number of pins on one net before global-route repair: 61
[metrics] Worst setup EP type: primary output
[metrics] number of maximum-capacitance violations: 0
[metrics] fin crit share: 61.4%
[metrics] endpoints failing hold: 0
[metrics] setup repair after global routing missed its margin: no
[metrics] first-pass GRT wire length: 143 mm
[metrics] total track usage: 54.2%
[metrics] area of the core: 34,700 sq um
[metrics] number of sequential cells in the layout: 0
[metrics] via count: 24,700
[metrics] Top delay family on crit path: AND-OR/OR-AND gates
[metrics] area of the multi-input gates: 16,300 sq um
[metrics] detailed-route DRC error count: 0
[metrics] number of cell rows: 68
[metrics] DR WL/cell: 29.6 um
[metrics] signed area change from the synthesized netlist to the final layout: 15.2%
[metrics] share of layout cells above drive strength 1: 5.89%
[metrics] antenna violations before repair: 4
[metrics] Worst Tran Pin Value: 1.32 ns
[metrics] # clk buffers: 0
[metrics] via count of the first global-routing pass: 21,800
[metrics] yosys stat cell total: 2,780
[metrics] Die Area: 36,200 sq um
[metrics] fillers: 3,229
[metrics] number of library cell types mapped by synthesis: 103
[metrics] Die Y: 190 um
[metrics] switching power as a share of total power: 64.7%
[metrics] power consumption: 378 uW
[metrics] placer's final routability congestion estimate: 1.23
[metrics] via/cell ratio: 7.36
[metrics] HPWL after detailed placement: 76.0 mm
[metrics] uppermost layer routed: met5
[metrics] post-CTS setup repair buffer count: 0
[metrics] TritonRoute pass-1 iters: 9
[metrics] worst slew margin relative to its limit: 11.2%
[metrics] Internal Power: 133 uW
[metrics] met2 wire length: 38.7 mm
[metrics] Routed met3 length: 16.9 mm
[metrics] mean instance size in the synthesized netlist: 6.38 sq um
[metrics] count of port buffers added during placement: 236
[metrics] number of setup violations in the final report: 0
[metrics] max incr delay on CP: 0.65 ns
[metrics] FP Util: 51.1%
[metrics] Final Instance Area: 20,400 sq um
[metrics] utilization after layout: 58.9%
[metrics] combined flip-flop and latch cell area: 0 sq um
[metrics] CP startpoint kind: input pin
[metrics] crit path kind: in -> out
[metrics] total negative slack for setup checks: 0 ns
[metrics] max-slew violation count: 0
[metrics] clock period minus worst slack: 19.27 ns
[metrics] 1st-iter DRT viols: 3,995
[metrics] post-route met1 wirelength: 35.9 mm
[metrics] total power divided by cell area: 18.5 nW/um^2
[metrics] number of I/O pins: 242
[metrics] Worst Path Max Fanout: 60
[metrics] VDD IR max: 13.6 uV
[metrics] Seq share, synth: 0%
[metrics] Hold Buf Count CTS: 0
[metrics] summed standard-cell area reported by yosys: 17,700 sq um
[metrics] required time at the worst-slack endpoint: 25.12 ns
[metrics] leakage component of the power: 8.33 nW
[metrics] buffers plus inverters on the worst setup path: 7
[metrics] warning total across the stage logs: 96
[metrics] global route overflow: 0
[metrics] final hold slack: 13.62 ns
[metrics] worst hold path type: in -> out
[metrics] Cells after Synth: 2,780
[metrics] count of synthesis-stage warnings from yosys: 0
[metrics] highest attainable clock frequency: 0.0519 GHz
[metrics] standard cell with the maximum stage delay on the critical path: sky130_fd_sc_hd__a2111oi_0
[metrics] remaining number of nets flagged by the antenna check after routing: 0
[metrics] post-synthesis instance area: 17,700 sq um
[metrics] switching pwr: 244 uW
[metrics] overall routed net length: 99.5 mm
[metrics] dpl cell area: 20,400 sq um
[metrics] Horiz. Die Dim: 190 um
[metrics] CTS resizes: 0
[metrics] critical path, cell by cell: clkdlybuf4s50_1 -> buf_4 -> or3b_1 -> buf_4 -> nor2_4 -> buf_4 -> a21o_1 -> inv_1 -> ha_1 -> inv_1 -> a2111oi_0 -> a2111oi_0 -> a2111oi_0 -> o211ai_1 -> a21oi_1 -> o41ai_1 -> or2_2 -> a221oi_1 -> o21ai_0 -> clkdlybuf4s50_1
==> final timing paths <==
| kind | from | endpoint | slack [ns] | cells past startpoint |
|---|---|---|---|---|
| min | funct3_in[0] | rd_data_out[4] | 13.62 | 5 |
| max | opcode_in[5] | rd_data_out[29] | 12.13 | 20 |
==> cell usage after synthesis (all sizes together), types with 23 or more instances <==
cell type / n / area (sq um)
mux2i: 82 / 821
a311oi: 24 / 210
and3: 25 / 156
ha: 185 / 2310
nor3: 72 / 360
nor2: 294 / 1110
xor2: 42 / 368
o21ai: 227 / 1160
inv: 158 / 596
o22ai: 36 / 225
nand4: 25 / 163
nand2: 253 / 960
o31ai: 23 / 188
clkbuf: 134 / 503
a21o: 68 / 510
nand3: 98 / 495
a211oi: 93 / 703
a221oi: 32 / 287
xnor2: 60 / 526
a22oi: 31 / 238
o21a: 28 / 210
a31oi: 60 / 375
buf: 59 / 343
o211ai: 53 / 398
or3: 33 / 206
a21oi: 214 / 1080
nand2b: 40 / 250
==> power groups by stage <==
stage	registers (mW)	clock network, mW	logic, mW
CTS	0	0	0.355
global route	0	0	0.395
==> layout make-up <==
type | instances | share of cell area (%)
multi-input cells | 2427 | 79.9
repair buffers | 315 | 14.4
inverters | 160 | 2.95
well taps | 455 | 2.79
diodes | 1 | 0.0122
==> through the flow <==
step                instances  setup WS [ns]
floorplan                2780          14.53
global placement         3357          12.41
detailed placement       3357          12.40
CTS                      3357          12.36
global route             3357          11.93
finish                   3358          12.13
==> cell families (layout without fill, tap and decap cells) <==
family	Yosys count	after routing	synth area share, %
AND-OR/OR-AND	1084	1084	41.5
AND/OR/NAND/NOR	948	948	25.4
buffers and inverters	353	475	8.17
adder cells (fa/ha/maj)	188	188	13.4
multiplexers	105	105	6.59
XOR/XNOR	102	102	5.03
other	0	1	0
==> per-layer routing <==
| metal | vias to the layer above | global-route usage [%] |
|---|---|---|
| li1 | 10800 | - |
| met1 | 11200 | 70.3 |
| met2 | 2286 | 74.5 |
| met3 | 478 | 21.2 |
| met4 | 8 | 33.9 |
| met5 | - | 0 |
==> cells in the final DEF, fill, tap and decap left out, types with 20 or more instances in the layout <==
| cell | Yosys | final |
|---|---|---|
| sky130_fd_sc_hd__o21a_1 | 28 | 28 |
| sky130_fd_sc_hd__clkdlybuf4s50_1 | 0 | 232 |
| sky130_fd_sc_hd__o31ai_1 | 20 | 20 |
| sky130_fd_sc_hd__o211ai_1 | 53 | 53 |
| sky130_fd_sc_hd__and3_1 | 25 | 25 |
| sky130_fd_sc_hd__a311oi_1 | 24 | 24 |
| sky130_fd_sc_hd__mux2i_1 | 82 | 82 |
| sky130_fd_sc_hd__ha_1 | 185 | 185 |
| sky130_fd_sc_hd__a21o_1 | 68 | 68 |
| sky130_fd_sc_hd__a211oi_1 | 92 | 92 |
| sky130_fd_sc_hd__a22oi_1 | 30 | 30 |
| sky130_fd_sc_hd__a21oi_1 | 213 | 213 |
| sky130_fd_sc_hd__nand2_1 | 251 | 251 |
| sky130_fd_sc_hd__xnor2_1 | 60 | 60 |
| sky130_fd_sc_hd__nand2b_1 | 40 | 40 |
| sky130_fd_sc_hd__nor3_1 | 72 | 71 |
| sky130_fd_sc_hd__inv_1 | 151 | 151 |
| sky130_fd_sc_hd__buf_4 | 9 | 79 |
| sky130_fd_sc_hd__o21ai_0 | 215 | 215 |
| sky130_fd_sc_hd__nor2_1 | 292 | 289 |
| sky130_fd_sc_hd__o221ai_1 | 22 | 22 |
| sky130_fd_sc_hd__a221oi_1 | 31 | 31 |
| sky130_fd_sc_hd__o22ai_1 | 36 | 36 |
| sky130_fd_sc_hd__nand4_1 | 24 | 24 |
| sky130_fd_sc_hd__and2_1 | 21 | 21 |
| sky130_fd_sc_hd__nand3_1 | 97 | 97 |
| sky130_fd_sc_hd__or3_1 | 33 | 33 |
| sky130_fd_sc_hd__xor2_1 | 42 | 42 |
| sky130_fd_sc_hd__a31oi_1 | 60 | 60 |
Power figures rest on the tool's default switching activity, not on a simulated workload.
