==> design.v <==
`timescale 1ns / 1ps
module DataRAM(
    input  wire re,
    input  wire we,
    input  wire[5:0] addr0,
    input  wire[5:0] addr1,
    input  wire[5:0] addr2,
    input  wire[5:0] addr3,
    inout  wire[7:0]  data0,
    inout  wire[7:0]  data1,
    inout  wire[7:0]  data2,
    inout  wire[7:0]  data3
    );
reg[7:0] ram [63:0];
assign data0 = re ? ram[addr0] : 8'hzz;
assign data1 = re ? ram[addr1] : 8'hzz;
assign data2 = re ? ram[addr2] : 8'hzz;
assign data3 = re ? ram[addr3] : 8'hzz;
always @(posedge we) begin
    ram[addr0] <= we ? data0 : ram[addr0];
    ram[addr1] <= we ? data1 : ram[addr1];
    ram[addr2] <= we ? data2 : ram[addr2];
    ram[addr3] <= we ? data3 : ram[addr3];
end
endmodule
==> run.sh <==
#!/bin/bash
# OpenROAD 26Q1-2900-gdf79404cd8, Yosys 0.63+post, stock flow scripts
make -C /OpenROAD-flow-scripts/flow DESIGN_CONFIG=/design/flow/config.mk WORK_HOME=/design/flow/orfs finish
==> config.mk <==
export PLATFORM = sky130hd
export DESIGN_NAME = DataRAM
export DESIGN_NICKNAME = DataRAM
export VERILOG_FILES = /design/flow/design.v
export SDC_FILE = /design/flow/constraint.sdc
export NUM_CORES = 4
export LEC_CHECK = 1
export CORE_UTILIZATION = 30
==> constraint.sdc <==
current_design DataRAM

set clk_period 21.2
set clk_io_pct 0.2

create_clock -name clk0 -period $clk_period [get_ports {we}]

set non_clock_inputs [all_inputs -no_clocks]
set_input_delay [expr $clk_period * $clk_io_pct] -clock clk0 $non_clock_inputs
set_output_delay [expr $clk_period * $clk_io_pct] -clock clk0 [all_outputs]
==> flow_metrics.tcl <==
# collected from the flow reports
set metrics [dict create \
    gp_congestion 1.14 \
    synth-warning-count 5 \
    yosysUniqueCellTypes 81 \
    dp.cells 6679 \
    hold_buffers 0 \
    haltStage "clock tree synthesis" \
    cts_root_buffer "clkbuf_16" \
    area_leaders "edfxtp_1, mux4_2, o221ai_1, a22oi_1, mux2i_1" \
    postSynthCellCount 4772 \
    hpwl_mm 242 \
    tool.error "[error] [KeplerFormal.cpp:679] Workflow failed: Iso has multiple drivers: .data00, _5972_.Y0" \
    yosysCellCount 4772 \
    status "did not finish" \
    yosysSeqAreaShare 0.332 \
    async_flop_share 0 \
    cts_buffers 66 \
    clkSinkCount 512 \
    top_area_frac 0.332 \
    cts_max_level 3 \
    syn_area_um2 46400 \
    num_rows 143 \
    io_buffers 24 \
    ioPinCount 58 \
    yosys.area.top_type "edfxtp_1" \
    cts_setup_buffers 0 \
    ys_area_um2 46400 \
    ys_ff 512 \
    initCoreUtil 0.304 \
    edf_count 512 \
    die_w_um 395 \
    postCtsResizedCells 0 \
    die_h_um 395 \
    clockBufferDepth 3 \
    ys.flop_type "edfxtp_1" \
    postSynthAreaPerCell_um2 9.71 \
]
-- through the flow --
stage          area [µm²]  setup WS [ns]   util
2_1_floorplan       46400          10.44      -
3_3_place_gp        49900           8.40  0.327
3_5_place_dp        49900           8.35  0.327
-- cell families after synthesis --
family | after synthesis | share of synthesized area
mux | 494 | 0.165
buf+inv | 584 | 0.0607
flops | 512 | 0.332
simple gates | 1191 | 0.125
compound gates | 1991 | 0.318
-- synth_stat cells, drive strengths merged, types with 58 or more instances --
cell	n
o22ai	58
nor3	65
a22oi	482
a221oi	128
o21ai	283
o221ai	456
mux4	204
a221o	82
nand3	125
mux2	103
buf	298
clkbuf	245
mux2i	187
nor2	379
edfxtp	512
a21oi	219
or2	87
nand2	306
